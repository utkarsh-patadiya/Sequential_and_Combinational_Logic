==> design/flow/design.v <==
`timescale 1ns / 1ps
module piso #(parameter WIDTH = 8) (
  input  wire              clk,          
  input  wire              rst,          
  input  wire              load,         
  input  wire              shift_en,     
  input  wire  [WIDTH-1:0] parallel_in,  
  output reg               serial_out    
);
  reg [WIDTH-1:0] shift_reg;
  always @(posedge clk or posedge rst) begin
    if (rst) begin
      shift_reg  <= 0;
      serial_out <= 0;
    end 
    else if (load) begin
      shift_reg  <= parallel_in;
    end 
    else if (shift_en) begin
      serial_out <= shift_reg[WIDTH-1];
      shift_reg  <= {shift_reg[WIDTH-2:0], 1'b0};  
    end
  end
endmodule
==> design/flow/run.sh <==
#!/bin/bash
# OpenROAD 26Q1-2900-gdf79404cd8, Yosys 0.63+post, stock flow scripts
make -C /OpenROAD-flow-scripts/flow DESIGN_CONFIG=/design/flow/config.mk WORK_HOME=/design/flow/orfs finish
==> design/flow/config.mk <==
export PLATFORM = sky130hd
export DESIGN_NAME = piso
export DESIGN_NICKNAME = piso
export VERILOG_FILES = /design/flow/design.v
export SDC_FILE = /design/flow/constraint.sdc
export NUM_CORES = 4
export LEC_CHECK = 1
export CORE_AREA = 10 10 70 70
export DIE_AREA = 0 0 80 80
==> design/flow/constraint.sdc <==
current_design piso

set clk_period 1.0
set clk_io_pct 0.2

create_clock -name clk0 -period $clk_period [get_ports {clk}]

set non_clock_inputs [all_inputs -no_clocks]
set_input_delay [expr $clk_period * $clk_io_pct] -clock clk0 $non_clock_inputs
set_output_delay [expr $clk_period * $clk_io_pct] -clock clk0 [all_outputs]
==> run notes <==
run results: detailed placement HPWL 754 um, tally of max-capacitance violations 0, slowest cell on the critical path clkdlybuf4s50_1, post-route cell area 632 sq um, period utilization 0.968, mux frac, synth 0.201, cells after synthesis 38, Avg WL per Cell 9.51 um, area fraction in compound gates 0.0947, Die H 80 um, Final setup viols 0, XOR/XNOR Area Share 0, Detail Route met3 WL 46 um, core area 3420 sq um, Final Skew 2.72 ps, Met1 Routed Length 525 um, Log Warnings 25, reg2reg end serial_out, warning count from the yosys run 1, row count 21, Layout area overhead 49.4%, r2r startpoint serial_out, and+or+nand+nor area frac 0.118, Hold Fails Final Rpt 0, maximum clock frequency 1.03 GHz, cells on worst reg2reg path 2, Worst EP required 1150 ps, drt total wl 961 um, antenna violations before repair 0, ant diodes 0, met2 WL 389 um, CTS Hold Buffers Added 0, Max-area cell share 0.533, clock period minus worst slack 968 ps, PwrDens 1380 nW/um^2, Adder Share, Synth 0, total grt overflow 0, Top non-seq family multiplexers, vias in the first global route 325, largest net degree at the start of global routing 17, reg2reg setup slack 140 ps, synthesized area 423 sq um, clock root buffer clkbuf_4, share of post-route cells with drive strength above 1 0.164, leak pwr 0.281 nW, # Cells Yosys 38, sequence of cells on the critical path clkdlybuf4s50_1 -> nor2b_4 -> mux2_4, measured slew at the worst slew-check pin 339 ps, Area after DPL 604 sq um, Critical Path Sink Type flop, Setup Buffers After CTS 0, vias post-DR 317, Post-synth regs 9, RSZ-0062 raised after global routing false, DR pass1 iterations 3, synth unique cells 11, H-Tree Depth 1, drt drc 0, Post-synth seq share 0.533, routability congestion estimate 0.752, Routed Antenna Nets 0, First DRT Iteration DRCs 5, Global Route Usage Sum 0.0315, DR top layer met3, crit path max fanout 2, # clock sinks 9, Fill cells 390, Slew headroom 0.774, Syn Area/Cell 11.1 sq um, TNS Setup 0 ps, CTS tree done, CP Class in -> reg, peak supply drop 0.625 mV, outcome finished clean, first-pass GRT wire length 1610 um, CTS Buf Count 3, Arr. time, crit path 1120 ps, Port Buffers 12, Yosys Chip Area 423 sq um, Max clock buf depth 2, worst skew pair latency 260 ps, IO Pins 13, max reg flops 8, startpoint types primary input, max-slew violation count 0, worst hold path type in -> async, Vias per Instance 3.14, Die Wd 80 um, cell type with the largest total area dfrtp_1, Starting Density 0.124, chip area 6400 sq um, clock-pin slew on the worst setup and hold paths 60 ps, Tot Pwr 0.000869 W, max incr delay on CP 480 ps, Top area cell types dfrtp_1, mux2i_1, o21ai_0
[synthesized netlist by cell type]
| library cell | count |
|---|---|
| mux2_4 | 1 |
| nand2b_1 | 1 |
| o21ai_0 | 7 |
| o21ai_1 | 1 |
| nor2b_4 | 1 |
| mux2i_1 | 7 |
| inv_1 | 1 |
| buf_6 | 1 |
| nand2_1 | 8 |
| buf_4 | 1 |
| dfrtp_1 | 9 |
[cell families after synthesis]
family,after synthesis
AOI/OAI and AO/OA,8
buffers and inverters,3
DFF,9
muxes,8
and+or+nand+nor,10
[routing by layer]
metal	up-vias	GRT usage
met2	12	0.0409
met1	141	0.0467
met5	-	0
li1	164	-
met3	0	0.0136
met4	0	0.00528
[final cells by class]
cell class / count / area, sq um / share of cell area
Inverter: 1 / 3.75 / 0.00594
Tap cell: 46 / 57.6 / 0.0911
Sequential cell: 9 / 225 / 0.356
Clock buffer: 4 / 26.3 / 0.0416
Timing Repair Buffer: 15 / 144 / 0.228
Multi-Input combinational cell: 26 / 175 / 0.277
[timing repair]
| item | 4_1_cts | 5_1_grt |
|---|---|---|
| setup endpoints to repair | 9 | 1 |
| resized | 5 | 1 |
| cloned | 0 | 0 |
[worst max-delay path, delay by kind of cell]
kind,cells,cell delay (ps)
multiplexers,1,290
buffers and inverters,1,480
AND/OR/NAND/NOR,1,150
[metrics by stage]
stage               std cells  utilization  worst slack, ps  hold WS (ps)
finish                    101        0.185             31.8           204
global route              101        0.185             12.0           239
CTS                       101        0.184             23.8           218
detailed placement         97        0.177             -314           497
global placement           97        0.177             -332           490
floorplan                  38            -              127          27.9
[worst max-delay path by stage]
stage	startpoint	end	depth (start not counted)
after CTS	load	shift_reg[0]	4
after global routing	serial_out	serial_out	1
final	load	serial_out	3
[placed cells by master (no fill, tap or decap)]
master and n:
mux2i_1 7, nand2b_1 1, mux2_4 1, dlygate4sd2_1 1, o21ai_1 1, buf_4 1, clkdlybuf4s50_1 10, dfrtp_1 9
clkbuf_4 3, nor2b_4 1, o21ai_0 7, buf_6 2, inv_1 1, nand2_1 8, buf_2 1, clkbuf_1 1
[power breakdown]
part / switching [W] / internal, W / total [W] / leakage [nW]
Clock: 0.000135 / 0.000154 / 0.000289 / 0.0150
Combinational: 0.0000573 / 0.000100 / 0.000157 / 0.156
Sequential: 0.0000191 / 0.000403 / 0.000422 / 0.110
No activity file was given, so power comes from the tool's default toggle rates.

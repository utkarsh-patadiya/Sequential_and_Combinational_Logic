$ cat design.v
`timescale 1ns / 1ps
module sipo #(parameter WIDTH = 8) (
  input  wire              clk,           
  input  wire              rst,           
  input  wire              shift_en,      
  input  wire              serial_in,     
  output reg  [WIDTH-1:0]  parallel_out,  
  output reg             data_valid     
);
  reg [$clog2(WIDTH):0] count;
  always @(posedge clk or posedge rst) begin
    if (rst) begin
      parallel_out <= {WIDTH{1'b0}};
      count        <= 0;
      data_valid   <= 0;
    end else if (shift_en) begin
      parallel_out <= {parallel_out[WIDTH-2:0], serial_in};
      if (count == WIDTH-1) begin
        data_valid <= 1;    
        count      <= 0;    
      end else begin
        data_valid <= 0;    
        count      <= count + 1;  
      end
    end
  end
endmodule
$ cat config.mk
export PLATFORM = sky130hd
export DESIGN_NAME = sipo
export DESIGN_NICKNAME = sipo
export VERILOG_FILES = /design/flow/design.v
export SDC_FILE = /design/flow/constraint.sdc
export NUM_CORES = 4
export LEC_CHECK = 1
export CORE_AREA = 10 10 83 83
export DIE_AREA = 0 0 93 93
$ cat run.sh
#!/bin/bash
# OpenROAD 26Q1-2900-gdf79404cd8, Yosys 0.63+post, stock flow scripts
make -C /OpenROAD-flow-scripts/flow DESIGN_CONFIG=/design/flow/config.mk WORK_HOME=/design/flow/orfs finish
$ cat constraint.sdc
current_design sipo

set clk_period 1.6
set clk_io_pct 0.2

create_clock -name clk0 -period $clk_period [get_ports {clk}]

set non_clock_inputs [all_inputs -no_clocks]
set_input_delay [expr $clk_period * $clk_io_pct] -clock clk0 $non_clock_inputs
set_output_delay [expr $clk_period * $clk_io_pct] -clock clk0 [all_outputs]
==> metrics.cfg <==
[status]
outcome=finished clean

[synth]
synth_largest_type_area_fraction_pct=56.89
edf_count=0
yosys_register_bits=13
topCellsByArea=sky130_fd_sc_hd__dfrtp_1, sky130_fd_sc_hd__mux2_4, sky130_fd_sc_hd__ha_1
synth-cells-yosys=35
netlist_instances=35
yosysMostFrequentCell=sky130_fd_sc_hd__dfrtp_1
top_area_cell=sky130_fd_sc_hd__dfrtp_1
syn-mean-instance-area_um2=16.34
synth_async_sr_flop_share_pct=100.0
synthesis.yosys.warnings=1
syn-cell-area_um2=571.8
synth_chip_area_um2=571.8
synth.cells.most_frequent=sky130_fd_sc_hd__dfrtp_1, sky130_fd_sc_hd__mux2_4, sky130_fd_sc_hd__nand2b_1
ys_seq_share_pct=56.89
netlist-cell-type-count=13
flop_cell=sky130_fd_sc_hd__dfrtp_1

[setup_path]
crit_type=flip-flop to output pin
critPathCapture=parallel_out[0]
regToRegStartpoint=count[0]
startpoint_type=flip-flop
critPathBufInv=1
timing.critical_path.cells=clkdlybuf4s50_1
critical-path-top-delay-family=buffers and inverters
worstSetupEndpointType=output pin
arrival_ps=1110
critical_path.reg2reg.endpoint=data_valid
worst_setup_path_startpoint=parallel_out[0]
cp_required_ps=1280
cell_count_of_the_worst_reg_to_reg_path=3
cp_slowest_cell=sky130_fd_sc_hd__clkdlybuf4s50_1
critPathMaxFanout=3
cp_num_cells=1
critPathMaxStageDelay_ps=490
r2r_setup_slack_ps=350

[die]
die_h_um=93
horizontal_die_dimension_um=93
design.die.area_mm2=0.008649
fp-utilization_pct=11.12
core-area_mm2=0.005140
std_cell_rows=26
design.portCount=13

[detailed_routing]
avgViaCountPerCell=2.587
num_vias=313
drc=0
insertedDiodeCount=0
postRouteWirelength_um=1119
drtIter0Drc=31
post_drt_wl_per_cell_um=9.248
drt_pass1_iterations=3
drtAntennaViolNets=0

[final_timing]
slew_headroom_pct=68.92
grt_setup_unrepaired=no
maxClockFrequency_ghz=0.7008
worst_pin_slew_ps=465.7
setup_viol_count_final=0
final_report_hold_violation_count=0
worst_skew_ps=0.7577
drv_slew=0
final.setup.tns_ps=0
finalWorstPathRequiredPeriod_ps=1427
timing.final.crit_share_pct=89.18

[global_routing]
largest_net_degree_at_the_start_of_global_routing=14
grt.total_usage_pct=2.750
grt_first_pass_wirelength_um=1856
vias_in_the_first_global_route=362
gr-total-overflow=0
antenna_found_initial=0

[cts]
cts_tree=built
cts.root.buffer_cell=sky130_fd_sc_hd__clkbuf_8
total_setup_buffers_inserted_after_cts=0
cts_sinks=13
postCtsResizedCells=0
insertion_delay_ps=230
cts_made_buffers=3
ctsLongestPathBuffers=2
htree_levels=1
clkTransAtPathRegs_ps=50
cts.hold.buffers_added=0

[worst_hold_path]
holdCritPathClass=primary input to asynchronous set/reset pin

[job]
maxCapViolCount=0
tool_warnings=25

[cells_and_area]
drive_above_1_share_pct=33.33
num-fill-cells=579
area_delta_synth_final_pct=45.73

[power_and_ir_drop]
power_density_mw_per_mm2=1403
vdd_drop_max_uv=292.6
design_power_total_mw=1.169
cellLeakagePower_nw=0.3611

[placement]
dp.final_hpwl_um=901.4
gpl.final_weighted_congestion=0.7079
io_buffer_count=12

[cells in the final DEF, fill, tap and decap left out]
cell type,instances
sky130_fd_sc_hd__nor2_1,1
sky130_fd_sc_hd__nand4_2,1
sky130_fd_sc_hd__ha_1,1
sky130_fd_sc_hd__dfrtp_1,13
sky130_fd_sc_hd__mux2_2,1
sky130_fd_sc_hd__mux2_4,10
sky130_fd_sc_hd__nand2b_1,2
sky130_fd_sc_hd__buf_12,1
sky130_fd_sc_hd__clkdlybuf4s50_1,12
sky130_fd_sc_hd__o21ai_1,1
sky130_fd_sc_hd__nand2_2,1
sky130_fd_sc_hd__clkbuf_8,3
sky130_fd_sc_hd__inv_1,1
sky130_fd_sc_hd__and3b_1,1
sky130_fd_sc_hd__clkbuf_1,1
sky130_fd_sc_hd__xnor2_1,1
[worst min path at each step]
| stage | end | startpoint | slack [ps] |
|---|---|---|---|
| 6_report | parallel_out[6] | rst | 410 |
| 5_1_grt | count[0] | rst | 460 |
| 4_1_cts | parallel_out[6] | rst | 430 |
[registers in the layout, summed over array words and instances, names as in the netlist]
| name | flops |
|---|---|
| count | 4 |
| data_valid | 1 |
| parallel_out | 8 |
[cell type report]
class                      instances  area [µm²]  share of cell area, %
clock buffer                       4       45.04                  5.405
inverter                           1       3.754                 0.4505
multi-input combinational         20       231.5                  27.78
sequential                        13       325.3                  39.04
tap                               70       87.58                  10.51
timing repair buffer              13       140.1                  16.82
[layer usage]
layer	routed length [µm]	GRT usage (%)	part of all wire [%]
met5	0	0	0
met2	529	3.914	47
met4	0	0.1285	0
met3	72	1.535	6.4
met1	517	3.742	46
[where the power goes]
group	total [mW]	internal [mW]	switching, mW
Clock	0.280	0.175	0.105
Sequential	0.537	0.439	0.0980
Combinational	0.352	0.270	0.0819
Total	1.17	0.884	0.285
[metrics by stage]
step | cell area (µm²) | utilization [%] | setup slack [ps] | hold WS, ps | instances
after global routing | 833.3 | 16.21 | 110.3 | 464.3 | 121
after detailed placement | 788.3 | 15.34 | 95.15 | 510.4 | 117
after CTS | 833.3 | 16.21 | 147.4 | 427.9 | 121
after floorplan | 571.8 | - | 425.5 | 197.0 | 35
after global placement | 788.3 | 15.34 | 113.3 | 496.1 | 117
final | 833.3 | 16.21 | 173.1 | 412.6 | 121
[cell families (layout without fill, tap and decap cells)]
| group | count (synthesis) | count (layout) | synth area share (%) |
|---|---|---|---|
| flops | 13 | 13 | 56.89 |
| mux | 11 | 11 | 28.23 |
| simple gates | 6 | 6 | 7.658 |
| buf+inv | 2 | 18 | 2.625 |
| fa+ha+maj | 1 | 1 | 2.188 |
| compound gates | 1 | 1 | 0.8744 |
| xor+xnor | 1 | 1 | 1.532 |
No activity file was given, so power comes from the tool's default toggle rates.
